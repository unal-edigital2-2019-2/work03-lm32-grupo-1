===== design/flow/design.v =====
`timescale 1ns / 1ps
module cam_read #(
		parameter AW = 15  
		)(
		input pclk,
		input rst,
		input vsync,
		input href,
		input [7:0] px_data,
		input init,
		output reg done,
		output reg error,
		output reg [AW-1:0] mem_px_addr,
		output reg [7:0]  mem_px_data,
		output reg px_wr
   );
reg countData;
reg [1:0]start;
reg init_old;
reg vsync_old;
reg [14:0]count;
initial begin
	countData <= 0;
	mem_px_addr <= 15'h7fff;
	start <= 0;
	done <= 0;
	error <= 0;
	count <= 0;
end
always @(posedge pclk)begin
	if (!rst)begin
		if(init && !init_old)begin
			start <= 1;
			done <= 0;
		end
		if(start>0 && (!vsync && vsync_old))begin
			start <=2;
		end
		if(start == 2 && (vsync && !vsync_old))begin
			mem_px_addr <= 15'h7fff;
			px_wr <= 0;
			start <= 0;
			if(count >= 19200)begin
				done <= 1;
				error <= 0;
			end else begin
				error <= 1;
				done <= 0;
			end
		end
			if(start==2)begin
				if(href)begin
					if(countData == 0)begin
						mem_px_data[7:2] <= {px_data[7:5],px_data[2:0]} ;
						countData <= 1;
						px_wr <= 0;
					end
					if(countData == 1)begin
						mem_px_data[1:0] <= {px_data[4:3]} ;
						mem_px_addr <= mem_px_addr + 1;
						px_wr <= #1 1;
						countData <= 0;
						count <= count+1;
					end
				end else begin
					px_wr <= 0;
				end
			end 
	end
	init_old = init;
	vsync_old = vsync;
end
endmodule

===== design/flow/run.sh =====
#!/bin/bash
# OpenROAD 26Q1-2900-gdf79404cd8, Yosys 0.63+post, stock flow scripts
make -C /OpenROAD-flow-scripts/flow DESIGN_CONFIG=/design/flow/config.mk WORK_HOME=/design/flow/orfs finish

===== design/flow/config.mk =====
export PLATFORM = sky130hd
export DESIGN_NAME = cam_read
export DESIGN_NICKNAME = cam_read
export VERILOG_FILES = /design/flow/design.v
export SDC_FILE = /design/flow/constraint.sdc
export NUM_CORES = 4
export LEC_CHECK = 1
export CORE_UTILIZATION = 30

===== design/flow/constraint.sdc =====
current_design cam_read

set clk_period 2.5
set clk_io_pct 0.2

create_clock -name clk0 -period $clk_period [get_ports {pclk}]

set non_clock_inputs [all_inputs -no_clocks]
set_input_delay [expr $clk_period * $clk_io_pct] -clock clk0 $non_clock_inputs
set_output_delay [expr $clk_period * $clk_io_pct] -clock clk0 [all_outputs]

==> impl_metrics.env <==
# implementation run metrics
export IMPL_status="completed"
export IMPL_tightest_slew_ns=0.597
export IMPL_post_cts_resized=0
export IMPL_drt_pass1_iterations=6
export IMPL_finalCritPeriodShare=0.808
export IMPL_grt_start_max_net_pins=18
export IMPL_logic_area_sq_um=706
export IMPL_track_usage=0.106
export IMPL_top_logic_kind="simple AND/OR/NAND/NOR gates"
export IMPL_cts_tree="done"
export IMPL_required_ns=2.54
export IMPL_fin_util=0.398
export IMPL_vias=1370
export IMPL_cts_hold_fix_buffers=0
export IMPL_synthAoiAreaFrac=0.0748
export IMPL_finalMaxSlewViolations=0
export IMPL_io_pin_count=39
export IMPL_r2r_slack_ns=0.75
export IMPL_chip_area_sq_um=7370
export IMPL_grt_pass1_vias=1285
export IMPL_core_region_area_sq_um=6790
export IMPL_clk_latency_ns=0.29
export IMPL_r2r_end="mem_px_addr[14]"
export IMPL_vias_per_cell=4.57
export IMPL_io_buffers=38
export IMPL_fin_ws_ns=0.479
export IMPL_top_area_cell="edfxtp_1"
export IMPL_synthXorXnorAreaFrac=0.0540
export IMPL_max_cap_viol_count=0
export IMPL_remaining_drc_errors=0
export IMPL_area_delta_synth_final_pct=28.3
export IMPL_p_per_area_nw_per_um2=518
export IMPL_gp_congestion=0.800
export IMPL_min_to="count[5]"
export IMPL_hpwl_mm=2.46
export IMPL_ys_cells=159
export IMPL_hold_depth=1
export IMPL_rsz0062_at_grt="false"
export IMPL_syn_inst=159
export IMPL_antenna_found_initial=0
export IMPL_warning_count=27
export IMPL_worst_setup_path_start_kind="primary input"
export IMPL_synth_top_cell_by_count="edfxtp_1"
export IMPL_fin_cells=300
export IMPL_ys_seq_frac=0.646
export IMPL_synthSimpleGateAreaFrac=0.174
export IMPL_post_cts_buffers=0
export IMPL_max_vdd_ir_drop_v=0.000259
export IMPL_htreeDepth=2
export IMPL_drtIter0Drc=58
export IMPL_routed_wl_mm=3.42
export IMPL_overflow=0
export IMPL_max_freq_mhz=495
export IMPL_top_cells_by_count="edfxtp_1, nor2_1, a21oi_1, nand3_1, xnor2_1"
export IMPL_async_reset_ff_frac=0
export IMPL_whs_ns=0.584
export IMPL_relSlewSlack=0.602
export IMPL_cts_root_buffer="clkbuf_8"
export IMPL_leakage_nw=0.950
export IMPL_ys_warn_count=1
export IMPL_fillers=634
export IMPL_synthesis_area_sq_um=2110
export IMPL_top_cells_by_area="edfxtp_1, xnor2_1, a21oi_1"
export IMPL_dp_cells=293
export IMPL_path_max_fanout=9
export IMPL_yosysChipArea_sq_um=2110
export IMPL_setup_viol=0
export IMPL_grt_pass1_wl_mm=5.92
export IMPL_die_w_um=85.8
export IMPL_clock_skew_ns=0.00845
export IMPL_hold_violations=0
export IMPL_min_from="count[5]"
export IMPL_synth_top_cell_area_share=0.627
export IMPL_ys_sh_adder=0.0178
export IMPL_regArea_sq_um=1360
export IMPL_critPathArrivalTime_ns=2.06
export IMPL_syn_mean_instance_area_sq_um=13.3
export IMPL_num_antenna_cells=0
export IMPL_drive_above_1_share=0.0539
export IMPL_finalSetupTns_ns=0
export IMPL_wire_per_inst_um=11.4
export IMPL_cts_buffers=5
export IMPL_reg2reg_from="start[0]"
export IMPL_post_synth_num_cell_types=32
export IMPL_drtAntennaViolNets=0
export IMPL_synth_flops=46
export IMPL_mux_share=0.0142
export IMPL_hold_class="reg2reg"
export IMPL_clk_pin_slew_ns=0.08
export IMPL_die_h_um=85.8
export IMPL_clock_sinks=46
export IMPL_crit_path_end_kind="register"
export IMPL_rows=30
export IMPL_core_util_floorplan=0.310
export IMPL_ff_type="edfxtp_1"
export IMPL_reg2reg_depth=4
export IMPL_dp_slack_ns=0.169
export IMPL_clk_path_buf_depth=2
export IMPL_criticalPathCategory="in2reg"
export IMPL_finalCriticalPeriod_ns=2.02
export IMPL_edf_count=44
-- sequential cells by signal (all words and copies together) (netlist names) --
| signal | count |
|---|---|
| mem_px_addr | 15 |
| countData | 1 |
| px_wr | 1 |
| init_old | 1 |
| vsync_old | 1 |
| count | 15 |
| start | 2 |
| done | 1 |
| error | 1 |
| mem_px_data | 8 |
-- worst max-delay path, stage by stage --
cell,delay [ns]
clkdlybuf4s50_1,0.56
nand4b_4,0.21
nor4_4,0.49
nand3_1,0.16
mux2i_1,0.14
-- final cells by class --
class / instances / area share
timing repair buffer: 40 / 0.151
multi-input combinational: 102 / 0.261
clock buffer: 7 / 0.0282
sequential: 46 / 0.503
inverter: 9 / 0.0125
tap: 96 / 0.0444
-- report_power, final --
part	leakage, nW	internal, mW	switching [mW]
Combinational	0.488	0.0604	0.0356
Sequential	0.424	0.865	0.0221
Clock	0.0383	0.193	0.224
-- worst max path at each step --
stage / from / endpoint / slack [ns] / depth (start not counted)
CTS: href / mem_px_addr[14] / 0.48 / 5
global route: href / mem_px_addr[12] / 0.34 / 5
finish: href / mem_px_addr[14] / 0.48 / 5
-- stage by stage --
step	area, sq um	total power, mW
6_report	2710	1.40
5_1_grt	2710	1.47
4_1_cts	2710	1.42
3_5_place_dp	2630	1.00
3_3_place_gp	2630	1.00
2_1_floorplan	2110	0.938
-- metal layers --
metal	up-vias	routed length, um	GRT usage	part of all wire
li1	691	-	-	-
met1	636	1600	0.170	0.47
met2	39	1560	0.153	0.46
met3	4	224	0.0361	0.065
met4	0	33	0.0121	0.0096
met5	-	0	0	0
-- cells by family after synthesis --
logic type | Yosys count
mux | 3
compound gates | 25
flops | 46
simple gates | 58
buf+inv | 11
fa+ha+maj | 3
xor+xnor | 13
-- cells in the final DEF (no fill, tap or decap), types with 3 or more instances in the layout --
master / count
inv_1: 9
and3_1: 7
xor2_1: 3
xnor2_1: 10
nand3_1: 11
mux2i_1: 3
clkbuf_8: 5
nor2_1: 13
ha_1: 3
a211oi_1: 3
clkdlybuf4s50_1: 38
and4_1: 3
a31oi_1: 3
a21oi_1: 11
edfxtp_1: 44
nand2_1: 9
Power figures rest on the tool's default switching activity, not on a simulated workload.

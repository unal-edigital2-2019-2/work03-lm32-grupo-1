`./run.sh`:
```
#!/bin/bash
# OpenROAD 26Q1-2900-gdf79404cd8, Yosys 0.63+post, stock flow scripts
make -C /OpenROAD-flow-scripts/flow DESIGN_CONFIG=/design/flow/config.mk WORK_HOME=/design/flow/orfs finish
```
`./config.mk`:
```
export PLATFORM = sky130hd
export DESIGN_NAME = Analyzer
export DESIGN_NICKNAME = Analyzer
export VERILOG_FILES = /design/flow/design.v
export SDC_FILE = /design/flow/constraint.sdc
export NUM_CORES = 4
export LEC_CHECK = 1
export CORE_UTILIZATION = 50
```
`./constraint.sdc`:
```
current_design Analyzer

set clk_period 4.4
set clk_io_pct 0.2

create_clock -name clk0 -period $clk_period [get_ports {clk}]

set non_clock_inputs [all_inputs -no_clocks]
set_input_delay [expr $clk_period * $clk_io_pct] -clock clk0 $non_clock_inputs
set_output_delay [expr $clk_period * $clk_io_pct] -clock clk0 [all_outputs]
```
`./design.v`:
```
`timescale 1ns / 1ps
module Analyzer(
	input [7:0]data,
	input clk,
	input init,
	output reg [14:0]addr,
	output reg done,
	output reg [2:0]res
    );
reg init_old;
reg start;
reg [14:0]count;
reg [17:0]sumaR;
reg [17:0]sumaG;
reg [17:0]sumaB;
wire [2:0]dataR;
wire [2:0]dataG;
wire [2:0]dataB;
initial begin
	init_old <= 0;
	addr <= 15'h7fff;
	done <= 0;
	count <= 0;
	sumaR <= 0;
	sumaG <= 0;
	sumaB <= 0;
end
assign dataR = data[7:5];
assign dataG = data[4:2];
assign dataB = {data[2:0],1'b0};
always @(posedge clk)begin
		if(init && !init_old)begin
			start <= 1;
			done <= 0;
			sumaR <= 0;
			sumaG <= 0;
			sumaB <= 0;
		end
	if(start)begin
		if(count >= 19200)begin
			start <= 0;
			count <= 0;
			addr <= 15'h7fff;
			done <= 1;
			if((sumaR > sumaG) && (sumaR > sumaB))begin
				res = 3'b100;
			end else begin
				if((sumaG > sumaR) && (sumaG > sumaB))begin
				res = 3'b010;
				end else begin
					if((sumaB > sumaR) && (sumaB > sumaG))begin
						res = 3'b001;
					end else begin
						res =3'b111;  
					end
				end
			end
		end else begin
			addr <= addr+1;
			count <= count+1;
			sumaR <= #1 sumaR+dataR;
			sumaG <= #1 sumaG+dataG;
			sumaB <= #1 sumaB+dataB;
			done <= 0;
		end
	end 
	init_old = init;
end
endmodule
```
==> GITHUB_STEP_SUMMARY <==
### Flow metrics

| Metric | Value |
|---|---|
| Synth Cell Area | `5560 um^2` |
| Area Overhead vs Synth | `11.0%` |
| Clock transition at the registers of the reported paths | `90 ps` |
| Total clock sinks | `90` |
| Worst Tran Pin Value | `889 ps` |
| Drt first pass iters | `4` |
| Root buf cell | `clkbuf_8` |
| Sequential cell area fraction in the yosys report | `38.7%` |
| Simple share | `21.6%` |
| Critical path class | `reg2reg` |
| Routed length per instance | `15.4 um` |
| Cells after synthesis | `640` |
| CTS tree | `built` |
| Final WS setup | `1470 ps` |
| Pwr Total | `3.66 mW` |
| Flops after synth | `90` |
| FP Util | `51.3%` |
| HPWL Detailed | `9000 um` |
| Final period util | `66.5%` |
| Initial DRC Count | `246` |
| Place WS | `1200 ps` |
| WL final | `12500 um` |
| Leading area contributor after synthesis | `dfxtp_1` |
| Mux share | `1.46%` |
| Layout Skew | `10.6 ps` |
| Final setup viols | `0` |
| Synth Area per Inst | `8.69 um^2` |
| Status | `finished, final reports clean` |
| Routed Antenna Nets | `0` |
| Global Route Usage Sum | `24.4%` |
| Fmax | `0.342 GHz` |
| Area leader share | `19.8%` |
| Final Hold Fails | `0` |
| Worst Hold Class | `reg2reg` |
| GPL Wtd Cong | `0.850` |
| Critical path arrival | `3180 ps` |
| Core ar. | `10800 um^2` |
| Post-cts gate resize count | `0` |
| TritonCTS Buffers | `9` |
| Post-Synth Adder-Cell Area | `15.7%` |
| Post-CTS setup buffers | `0` |
| Fin. max-slew vios | `0` |
| Synth Warn # | `1` |
| Antenna cells | `0` |
| Rel. slew slack | `40.6%` |
| AO/OA Area Share | `13.6%` |
| Top non-seq family | `simple AND/OR/NAND/NOR gates` |
| Max Cap Viol | `0` |
| Worst-path maximum fanout | `38` |
| Vias in the first global route | `4225` |
| Worst path required time | `4650 ps` |
| Dpl cells | `798` |
| Row cnt | `38` |
| DRC viols | `0` |
| Hold WS | `480 ps` |
| Fillers | `950` |
| Count leader, synth | `nand2_1` |
| Post-synth top flop | `dfxtp_1` |
| Synthesis area per yosys | `5560 um^2` |
| Xor/xnor share | `4.25%` |
| Routed vias | `4533` |
| Number of I/O port buffers | `28` |
| Synth cell count leaders | `nand2_1, ha_1, o21ai_0` |
| Die Y | `107 um` |
| Fraction of registers with async set/reset | `0%` |
| Tmin final | `2930 ps` |
| Leak pwr | `2.45 nW` |
| H-Tree Depth | `3` |
| Pin count of the biggest net entering global routing | `39` |
| Worst Setup Start Kind | `register` |
| IO Count | `29` |
| DIE WIDTH | `107 um` |
| Die area | `11500 um^2` |
| Late-Pin Clk Latency | `360 ps` |
| Worst VDD drop | `0.337 mV` |
| First-pass GRT wire length | `21100 um` |
| Fin cells | `813` |
| Hold_buf cts | `0` |
| Power Density | `592 nW/um^2` |
| Top cells by area, synth | `dfxtp_1, edfxtp_1, ha_1` |
| Gr ovfl total | `0` |
| Initial antenna violation count | `0` |
| # Cells Yosys | `640` |
| Vias/cell | `5.58` |
| Post-synth EDFFs | `35` |
| Layout cells sized above 1 | `4.01%` |
| Cell variety after synth | `51` |
| Clk buf depth | `2` |
| Unrepaired setup endpoints after global routing | `no` |
| DP Area | `5990 um^2` |
| Setup crit end kind | `register` |
| OpenROAD warning count | `27` |
| TNS Setup | `0 ps` |
| Finished layout cell area | `6170 um^2` |
| Final core utilization | `57.0%` |
## sequential cells by signal (all words and copies together), names as in the netlist
name,cells
addr,15
count,15
done,1
init_old,1
res,3
start,1
sumaB,18
sumaG,18
sumaR,18
## logic make-up (layout without fill, tap and decap cells)
| group | Yosys count | after routing |
|---|---|---|
| xor gates and xnor gates | 27 | 27 |
| muxes | 8 | 8 |
| and+or+nand+nor | 249 | 249 |
| DFF | 90 | 90 |
| AOI/OAI and AO/OA | 131 | 131 |
| buffers and inverters | 67 | 100 |
| adders and majority gates | 68 | 68 |
## final cells by class
class / count / area (um^2) / share of cell area (%)
clock inverter: 5 / 56.3 / 0.912
tap: 140 / 175 / 2.84
multi-input combinational: 483 / 3150 / 51.0
sequential: 90 / 2150 / 34.9
clock buffer: 10 / 128 / 2.07
inverter: 52 / 195 / 3.16
timing repair buffer: 33 / 318 / 5.15
## cells in the final DEF, fill, tap and decap left out, types with 11 or more instances in the layout
cell type / count
a21oi_1: 29
and3_1: 11
clkdlybuf4s50_1: 28
dfxtp_1: 55
edfxtp_1: 35
ha_1: 65
inv_1: 51
nand2_1: 70
nand3_1: 54
nand4_1: 20
nor2_1: 51
o21ai_0: 65
xnor2_1: 13
xor2_1: 14
## critical path, stage by stage (launching register included)
cell	delay, ps
edfxtp_1	450
a21oi_2	90
o211a_1	230
buf_4	240
inv_2	580
nand2_1	750
a32o_1	450
## path summary, 6_finish.rpt
check                           depth (start not counted)       from         to  slack [ps]
worst min register to register                          1  sumaR[17]  sumaR[17]         480
worst min-delay path                                    1  sumaR[17]  sumaR[17]         480
worst max-delay path                                    6   count[8]  sumaG[15]        1470
worst max register to register                          6   count[8]  sumaG[15]        1470
## power breakdown
| group | total [mW] | internal [mW] | switching (mW) |
|---|---|---|---|
| clock network | 0.560 | 0.259 | 0.301 |
| logic | 1.62 | 0.707 | 0.916 |
| registers | 1.47 | 1.22 | 0.250 |
| total | 3.66 | 2.19 | 1.47 |
## per-layer routing
layer	share of wire (%)	up-vias	routed length [um]	global-route usage [%]
li1	-	2340	-	-
met2	40	104	5050	34.4
met3	4.4	9	552	2.78
met4	1.1	0	133	2.45
met1	54	2080	6760	43.1
met5	0	-	0	0
Power figures rest on the tool's default switching activity, not on a simulated workload.
